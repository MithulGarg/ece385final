==> flow/design.v <==
module  ball ( input         Reset, 
                             frame_clk,           
					input  [15:0]  keycode,				  
               output [9:0]  BallX, BallY, BallS  
              );
    logic [9:0] Ball_X_Pos, Ball_X_Motion, Ball_Y_Pos, Ball_Y_Motion;
    logic [9:0] Ball_X_Pos_in, Ball_X_Motion_in, Ball_Y_Pos_in, Ball_Y_Motion_in;
    parameter [9:0] Ball_X_Center=320;   
    parameter [9:0] Ball_Y_Center=240;   
    parameter [9:0] Ball_X_Min=0;        
    parameter [9:0] Ball_X_Max=639;      
    parameter [9:0] Ball_Y_Min=0;        
    parameter [9:0] Ball_Y_Max=479;      
    parameter [9:0] Ball_X_Step=1;       
    parameter [9:0] Ball_Y_Step=1;       
    parameter [9:0] Ball_Size=4;         
    assign BallX = Ball_X_Pos;
    assign BallY = Ball_Y_Pos;
    assign BallS = Ball_Size;
    always_ff @ (posedge frame_clk)
    begin
        if (Reset)
        begin
            Ball_X_Pos <= Ball_X_Center;
            Ball_Y_Pos <= Ball_Y_Center;
            Ball_X_Motion <= 10'd0;
            Ball_Y_Motion <= 10'd0;
        end
        else 
        begin
            Ball_X_Pos <= Ball_X_Pos_in;
            Ball_Y_Pos <= Ball_Y_Pos_in;
            Ball_X_Motion <= Ball_X_Motion_in;
            Ball_Y_Motion <= Ball_Y_Motion_in;
        end
    end
    always_comb
    begin
        Ball_X_Motion_in = Ball_X_Motion;
        Ball_Y_Motion_in = Ball_Y_Motion;
        unique case(keycode[7:0])
					8'h1a: 
						begin
							Ball_X_Motion_in = 10'd0;
							Ball_Y_Motion_in = (~(Ball_Y_Step) + 1'b1); 
						end
					8'h16:
						begin
							Ball_X_Motion_in = 10'd0;
							Ball_Y_Motion_in = Ball_Y_Step; 
						end
					8'h04:
						begin
							Ball_Y_Motion_in = 10'd0;
							Ball_X_Motion_in = (~(Ball_X_Step) + 1'b1);   
						end
					8'h07:
						begin
							Ball_Y_Motion_in = 10'd0;
							Ball_X_Motion_in = Ball_X_Step;
						end
					default: ;
				endcase
        if( Ball_Y_Pos + Ball_Size >= Ball_Y_Max )   
				begin
				Ball_X_Motion_in = 10'd0;
            Ball_Y_Motion_in = (~(Ball_Y_Step) + 1'b1);   
				end
		  else if ( Ball_Y_Pos <= Ball_Y_Min + Ball_Size )   
            begin
				Ball_X_Motion_in = 10'd0;
				Ball_Y_Motion_in = Ball_Y_Step;
				end
		  if ( Ball_X_Pos + Ball_Size >= Ball_X_Max )  
				begin
				Ball_Y_Motion_in = 10'd0;
				Ball_X_Motion_in = (~(Ball_X_Step) + 1'b1);
				end
		  else if ( Ball_X_Pos <= Ball_X_Min + Ball_Size )	  
				begin
				Ball_Y_Motion_in = 10'd0;
				Ball_X_Motion_in = Ball_X_Step;
				end
        Ball_X_Pos_in = Ball_X_Pos + Ball_X_Motion;
        Ball_Y_Pos_in = Ball_Y_Pos + Ball_Y_Motion;
    end
endmodule
==> flow/run.sh <==
#!/bin/bash
# OpenROAD 26Q1-2900-gdf79404cd8, Yosys 0.63+post, stock flow scripts
make -C /OpenROAD-flow-scripts/flow DESIGN_CONFIG=/design/flow/config.mk WORK_HOME=/design/flow/orfs finish
==> flow/config.mk <==
export PLATFORM = sky130hd
export DESIGN_NAME = ball
export DESIGN_NICKNAME = ball
export VERILOG_FILES = /design/flow/design.v
export SDC_FILE = /design/flow/constraint.sdc
export NUM_CORES = 4
export LEC_CHECK = 1
export CORE_AREA = 10 10 101 101
export DIE_AREA = 0 0 111 111
==> flow/constraint.sdc <==
current_design ball

set clk_period 4.2
set clk_io_pct 0.2

create_clock -name clk0 -period $clk_period [get_ports {frame_clk}]

set non_clock_inputs [all_inputs -no_clocks]
set_input_delay [expr $clk_period * $clk_io_pct] -clock clk0 $non_clock_inputs
set_output_delay [expr $clk_period * $clk_io_pct] -clock clk0 [all_outputs]
==> results.toml <==
# synthesis and place-and-route metrics
[routing]
vias = 1473
postRouteWirelength_mm = 3.96
route.detailed.vias_per_inst = 4.36
antenna-diode-count = 0
post-route-drc-count = 0
wire_per_inst_um = 11.7
firstDrtPassIters = 4
detail-route-antenna-nets = 0
first_iteration_detailed_routing_drc_count = 75

[timing]
finalSetupViolCount = 0
total_negative_slack_for_setup_checks_ns = 0
fin_crit_sh = 0.546
finalWorstPathRequiredPeriod_ns = 2.29
hold_viol_final = 0
fin_skew_ns = 0.00244
max_freq_ghz = 0.436
rsz_0062_raised_after_global_routing = "no"
final-max-slew-violation-count = 0

[logic_synthesis]
yosys_warnings = 1
mux_share = 0.0122
yosys_register_bits = 24
common_cells = "sky130_fd_sc_hd__dfxtp_1, sky130_fd_sc_hd__nor2_1, sky130_fd_sc_hd__ha_1"
post_synth_ao_oa_area_fraction = 0.216
asyncSetResetFlopFracSynth = 0
topCellsByArea = "sky130_fd_sc_hd__dfxtp_1, sky130_fd_sc_hd__ha_1, sky130_fd_sc_hd__nor2_1"
synth-cells-yosys = 205
yosysChipArea_mm2 = 0.00174
edf_count = 0
top_logic_kind = "AND-OR/OR-AND gates"
synth.most_common_cell = "sky130_fd_sc_hd__dfxtp_1"
syn_inst = 205
synth.cell_area_mm2 = 0.00174
yosys.cell_types.count = 43
area_share_of_the_largest_cell_type_after_synthesis = 0.276
yosys.area_share.adder = 0.153
synth-seq-area-share = 0.276
syn_avg_cell_area_um2 = 8.48
synth_simple_gate_area_share = 0.190
yosys.area_share.xor_xnor = 0.0755
flop_cell = "sky130_fd_sc_hd__dfxtp_1"
synth.largest_area_cell = "sky130_fd_sc_hd__dfxtp_1"

[floorplan]
fp-utilization = 0.214
die.size.x_um = 111
die_h_um = 111
num_rows = 33
io_pins = 48
die_size_mm2 = 0.0123
core_area_mm2 = 0.00813

[placed_design]
dp.final_hpwl_mm = 3.15
place.gp.congestion = 0.864
portBuffers = 29
place_inst = 335

[layout]
flow.area_growth_from_synthesis_pct = 23.8
fillCellCount = 844
finish.cell_count_without_fillers = 338
drive_gt1_frac = 0.0386

[global_routing]
grt_first_pass_wirelength_mm = 6.80
global_route.overflow_total = 0
first_global_vias = 1412
grt_antenna_before_repair = 0
maximum_number_of_pins_on_one_net_before_global_route_repair = 27
grtUsageTotal = 0.0628

[critical_path]
critical_path.endpoint_type = "flip-flop"
worst_setup_path_start_kind = "flip-flop"
critPathRequiredTime_ns = 4.36
path_class = "reg -> reg"
worst-path-max-fanout = 12
worstPathCellList = "inv_1, fa_1, and2b_1, o21ai_1, a21oi_1, o21ai_0, o2bb2ai_1, mux2_2"
slowest_delay_ns = 0.62
critPathSlowestCell = "sky130_fd_sc_hd__dfxtp_1"
worstPathArrival_ns = 2.45

[clock_network]
clk_pin_slew_ns = 0.08
cts.repair_timing.setup_buffer_count = 0
cts_root_buffer = "sky130_fd_sc_hd__clkbuf_8"
clock_tree.htree_level_count = 1
cts_buffers = 3
clock_sink_count = 24
clock_tree_from_tritoncts = "built"
postCtsResizedCells = 0
cts-root-to-sink-buffers = 2
cts_stage_hold_buffer_count = 0
clock.latency.late_pin_ns = 0.26

[pwr]
worst_ir_drop_vdd_uv = 142
static-leakage-power_uw = 0.000864
pwrdens_mw_per_mm2 = 624

[status]
outcome = "finished clean"

[flow_run]
number_of_violations_of_the_max_capacitance_limit = 0
warnings = 33

[hold_path]
worstHoldPathType = "reg -> reg"
[sequential cells by signal (all words and copies together) (netlist names)]
signal         count
Ball_X_Motion      2
Ball_X_Pos        10
Ball_Y_Motion      2
Ball_Y_Pos        10
[where the power goes]
| part | switching [uW] | leakage (uW) | internal [uW] | total, uW |
|---|---|---|---|---|
| clock network | 69.8 | 0.0000216 | 64.0 | 134 |
| registers | 123 | 0.000197 | 320 | 443 |
| logic | 328 | 0.000645 | 439 | 767 |
| total | 521 | 0.000864 | 823 | 1340 |
[final timing paths]
path | start | endpoint | slack [ns] | depth (start not counted)
hold reg to reg | Ball_X_Motion[0] | Ball_X_Pos[0] | 0.60 | 2
setup / recovery | Ball_Y_Motion[8] | Ball_Y_Pos[8] | 1.91 | 8
hold / removal | Ball_X_Motion[0] | Ball_X_Pos[0] | 0.60 | 2
setup reg to reg | Ball_Y_Motion[8] | Ball_Y_Pos[8] | 1.91 | 8
[critical path: cells and delay by family (launching register included)]
family,cells,cell delay (ns)
AOI/OAI and AO/OA,4,0.56
and+or+nand+nor,1,0.22
adders and majority gates,1,0.41
muxes,1,0.26
buffers and inverters,1,0.12
DFF,1,0.62
[layout by cell type (no fill, tap or decap), types with 3 or more instances in the layout]
cell type	n
sky130_fd_sc_hd__clkdlybuf4s50_1	29
sky130_fd_sc_hd__dfxtp_1	24
sky130_fd_sc_hd__nor2_1	22
sky130_fd_sc_hd__ha_1	18
sky130_fd_sc_hd__o21ai_0	12
sky130_fd_sc_hd__inv_1	11
sky130_fd_sc_hd__nor3_1	10
sky130_fd_sc_hd__conb_1	10
sky130_fd_sc_hd__nor2b_1	8
sky130_fd_sc_hd__xnor2_1	8
sky130_fd_sc_hd__xor2_1	7
sky130_fd_sc_hd__a21oi_1	7
sky130_fd_sc_hd__nand2b_1	5
sky130_fd_sc_hd__nand3_1	5
sky130_fd_sc_hd__nand2_1	5
sky130_fd_sc_hd__o21a_1	4
sky130_fd_sc_hd__nand4_1	4
sky130_fd_sc_hd__a211oi_1	4
sky130_fd_sc_hd__a21o_1	3
sky130_fd_sc_hd__o211ai_1	3
sky130_fd_sc_hd__clkbuf_8	3
[routing by layer]
metal,vias to the layer above,wire [um],GRT usage
li1,776,-,-
met1,666,2000,0.0908
met2,29,1770,0.0991
met3,2,141,0.00876
met4,0,42,0.00868
met5,-,0,0
[kinds of logic (layout without fill, tap and decap cells)]
| logic type | after synthesis | after routing |
|---|---|---|
| simple gates | 66 | 66 |
| buf+inv | 24 | 44 |
| fa+ha+maj | 20 | 20 |
| mux | 2 | 2 |
| compound gates | 52 | 52 |
| xor+xnor | 15 | 15 |
| other cells | 2 | 10 |
| flops | 24 | 24 |
[final cells by class]
type / count / area [um2] / share of cell area
timing repair buffer: 30 / 298 / 0.138
multi-input combinational: 165 / 1160 / 0.539
sequential: 24 / 480 / 0.223
tap: 105 / 131 / 0.0610
inverter: 11 / 41.3 / 0.0192
clock buffer: 3 / 41.3 / 0.0192
[per-stage QoR]
stage	hold WS, ns	util	power, uW	setup slack [ns]	cell area, um2
floorplan	0.542	-	958	2.18	1770
global placement	0.564	0.260	1210	1.72	2110
detailed placement	0.576	0.260	1230	1.68	2110
CTS	0.603	0.265	1370	1.88	2150
global route	0.618	0.265	1490	1.62	2150
finish	0.603	0.265	1340	1.91	2150
Power is estimated from default activity; no workload was simulated.
